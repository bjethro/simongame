==> flow/design.v <==
`timescale 1ns / 1ns
module Debounce(
    output level_out,
    input clk,
    input n_reset,
    input button_in
    );
reg DB_out;
   parameter N = 11 ;
   reg  [N-1 : 0]  delaycount_reg;
   reg  [N-1 : 0]  delaycount_next;
   reg DFF1, DFF2;
   wire q_add;
   wire q_reset;
reg  delay_reg ;  
       always @ ( posedge clk or negedge n_reset )
       begin
           if(n_reset ==  0)  
               begin
                   DFF1 <= 1'b0;
                   DFF2 <= 1'b0;
                   delay_reg  <=  1'b0;
                   delaycount_reg <= { N {1'b0} };
               end
           else
               begin
                   DFF1 <= button_in;
                   DFF2 <= DFF1;
                   delaycount_reg <= delaycount_next;
                   delay_reg  <=  DB_out; 
               end
       end
   assign q_reset = (DFF1  ^ DFF2);  
   assign  q_add = ~(delaycount_reg[N-1]);  
   always @ ( q_reset, q_add, delaycount_reg)
       begin
           case( {q_reset , q_add})
               2'b00 :
                       delaycount_next <= delaycount_reg;
               2'b01 :
                       delaycount_next <= delaycount_reg + 1;
               default :
                       delaycount_next <= { N {1'b0} };
           endcase
       end
   always @ ( posedge clk )
       begin
           if(delaycount_reg[N-1] == 1'b1)
                   DB_out <= DFF2;
           else
                   DB_out <= DB_out;
       end
   assign  level_out  =  (delay_reg)  &  (~DB_out);
endmodule
`timescale 1ns / 1ps
module Display_flash_bits(
    output [1:0]    led_flash,
    output          display_done,
    input           clock,
    input           enable,
    input  [2:0]    bit_count,
    input  [7:0]    bit_gen
    );
reg [3:0]   i;
reg [26:0]  j;
reg [1:0]   led_stat;
reg         done;
assign led_flash    = led_stat;
assign display_done = done;
initial begin
    i <= 0;
    j <= 0;
    end
always @(posedge clock) begin
    if(enable == 1) begin
        if(i > bit_count) begin
            done        <= 1;
            led_stat    <= 2'b00;
            i           <= i;
            end
        else begin
            if (j < 27'o777777777) begin
                j       <= j + 1;
                if(j[26] == 1) begin
                    if(bit_gen[i] == 1)
                        led_stat    <= 2'b01;   
                    else if(bit_gen[i] == 0)
                        led_stat    <= 2'b10;    
                    end
                else
                    led_stat        <= 2'b00;
                end
            else if(j >= 27'o777777777) begin
                i       <= i + 1;
                j       <= 0;
                end
            done    <= 0;
            end
        end
    else if (enable == 0) begin
        led_stat    <= 2'b00;
        i           <= 0;
        done        <= 0;
        end
    end
endmodule
module Display_message(
    output [3:0]    an_stat,
    output [6:0]    seg_stat,
    output          display_finish,   
    input           clock,
    input           start,           
    input           result           
    );
reg [27:0]  i;    
reg [3:0]   an_reg;
reg [6:0]   seg_reg;
reg         finish;
assign an_stat          = an_reg;
assign seg_stat         = seg_reg;
assign display_finish   = finish;
initial begin
    i <= 0;
    end
always @(posedge clock) begin
    if(start == 0) begin
        an_reg  <= 4'b1111;
        seg_reg <= 7'b1111111;
        i       <= 0;
        finish  <= 0;
        end
    else if(start == 1) begin
        if(i < 28'hfffffff) begin
            case(i[16:15])
                2'b00:  begin
                    an_reg          <= 4'b0111;
                    if(result == 0)     
                        seg_reg     <= 7'b1000111;
                    else
                        seg_reg     <= 7'b0011001;
                    end
                2'b01:  begin
                    an_reg          <= 4'b1011;
                    if(result == 0)
                        seg_reg     <= 7'b1000000;
                    else
                        seg_reg     <= 7'b0000110;
                    end
                2'b10:  begin
                    an_reg          <= 4'b1101;
                    if(result == 0)
                        seg_reg     <= 7'b0010010;
                    else
                        seg_reg     <= 7'b0001000;
                    end
                2'b11:  begin
                    an_reg          <= 4'b1110;
                    if(result == 0)
                        seg_reg     <= 7'b0000110;
                    else
                        seg_reg     <= 7'b0001001;
                    end
                default:begin
                    an_reg          <= 4'b1111;
                    seg_reg         <= 7'b1111111;
                    end
                endcase
            i       <= i + 1;
            finish  <= 0;
            end
        else begin
            an_reg  <= 4'b1111;
            seg_reg <= 7'b1111111;
            finish  <= 1;
            i       <= i;
            end
        end
    end
 endmodule
`timescale 1ns / 1ps
module Random_number_generator(
    output [7:0]    bit_gen_sequence,
    input           clock,
    input           enable,    
    input           start      
    );
reg [7:0] ran_bits;
reg [7:0] bit_gen_reg;
always @(posedge clock) begin
    if(ran_bits == 8'hff) 
        ran_bits    <= 0;
    else 
        ran_bits    <= ran_bits + 1;
    if((start == 0) && (enable == 1)) 
        bit_gen_reg <= ran_bits;   
    end
assign bit_gen_sequence = bit_gen_reg;
endmodule
`timescale 1ns / 1ps
module Simon(
    output [3:0]    an,
    output [6:0]    seg,
    output [15:0]   led,
    input  [3:0]    sw,
    input           clk,
    input           btnR,      
    input           btnL,      
    input           btnC       
    );
wire        right_pressed;
wire        left_pressed;
wire        center_pressed;
reg         resetC;
reg         resetR;
reg         resetL;
wire [7:0]  ran_gen;
reg  [7:0]  bit_gen;
reg         ran_enable;
wire [1:0]  led_flash;
wire        flash_done;
reg         flash_enable;
reg         flash_done_reg;
reg         correct;
wire [3:0]  an_stat;
wire [6:0]  seg_stat;
reg         display_start;
reg         display_finish_reg;
reg  [2:0]  round;
reg  [2:0]  nround;
reg  [2:0]  count;
reg  [2:0]  ncount;
reg  [1:0]  state;
reg  [1:0]  nstate;
reg  [15:0] led_reg;
assign      led = led_reg;
assign      an  = an_stat;
assign      seg = seg_stat;
Debounce                    DR(right_pressed, clk, resetR, btnR);
Debounce                    DL(left_pressed, clk, resetL, btnL);
Debounce                    DC(center_pressed, clk, resetC, btnC);
Random_number_generator     RNG(ran_gen, clk, ran_enable, center_pressed);
Display_flash_bits          DB(led_flash, flash_done, clk, flash_enable, round, bit_gen);
Display_message             DM(an_stat, seg_stat, display_finish, clk, display_start, correct);
always @(posedge clk) begin
    if (sw[3] == 0) begin
        state           <= 2'b00;
        round           <= 3'b000;
        count           <= 3'b000;
        end
    else begin
        state           <= nstate;
        round           <= nround;
        count           <= ncount;
        end
    end
always @* begin
    nstate              = state;
    led_reg [5:4]       = led_flash;
    if (sw[0] == 1)     led_reg [15:8]  = ran_gen;
    else                led_reg [15:8]  = 0;
    if (sw[1] == 1)     led_reg [7:6]   = state;
    else                led_reg [7:6]   = 0;
    if (sw[2] == 1)     led_reg [2:0]   = round;
    else                led_reg [2:0]   = count;
    case (state)
        0: begin
            nround              = 0;
            ncount              = 0;
            resetC              = 1;
            resetR              = 0;
            resetL              = 0;
            ran_enable          = 1;
            correct             = 1;
            flash_enable        = 0;
            display_start       = 0;
            if (center_pressed == 1) begin
                bit_gen         = ran_gen;
                nstate          = 1;
                end
            else begin
                ran_enable      = 1;
                end
            end
        1: begin
            nround              = round;
            ncount              = 0;
            resetC              = 0;
            resetR              = 0;
            resetL              = 0;
            ran_enable          = 0;
            flash_enable        = 1;
            display_start       = 0;
            flash_done_reg      = flash_done;
            if (flash_done_reg == 1) begin
                nstate          = 2;
                end
            else
                nstate          = 1;
            end
        2: begin
            nround              = round;
            ncount              = count;
            resetC              = 0;
            resetR              = 1;
            resetL              = 1;
            ran_enable          = 0;
            flash_enable        = 0;
            display_start       = 0;
            correct             = 1;
            if ((right_pressed == 1 && bit_gen[count] == 0) || (left_pressed == 1 && bit_gen[count] == 1)) begin
                correct         = 0;
                nstate          = 3;
                end
            else if (right_pressed == 0 && left_pressed == 0)
                nstate          = 2;
            else if (count == round) begin
                if (round == 7) begin
                    correct     = 1;
                    nstate      = 3;
                    end
                else begin
                    nround      = round + 1;
                    nstate      = 1;
                    end
                end
            else begin
                ncount          = count + 1;
                nstate          = 2;
                end
            end
        3: begin
            resetC              = 0;
            resetR              = 0;
            resetL              = 0;
            ran_enable          = 0;
            flash_enable        = 0;
            display_start       = 1;
            display_finish_reg  = display_finish;
            if (display_finish_reg == 1) begin
                nstate          = 0;
                end
            else
                nstate          = 3;
            end
        endcase
    end
endmodule
==> flow/run.sh <==
#!/bin/bash
# OpenROAD 26Q1-2900-gdf79404cd8, Yosys 0.63+post, stock flow scripts
make -C /OpenROAD-flow-scripts/flow DESIGN_CONFIG=/design/flow/config.mk WORK_HOME=/design/flow/orfs finish
==> flow/config.mk <==
export PLATFORM = sky130hd
export DESIGN_NAME = Simon
export DESIGN_NICKNAME = Simon
export VERILOG_FILES = /design/flow/design.v
export SDC_FILE = /design/flow/constraint.sdc
export NUM_CORES = 4
export LEC_CHECK = 1
export CORE_UTILIZATION = 30
==> flow/constraint.sdc <==
current_design Simon

set clk_period 1.6
set clk_io_pct 0.2

create_clock -name clk0 -period $clk_period [get_ports {clk}]

set non_clock_inputs [all_inputs -no_clocks]
set_input_delay [expr $clk_period * $clk_io_pct] -clock clk0 $non_clock_inputs
set_output_delay [expr $clk_period * $clk_io_pct] -clock clk0 [all_outputs]
==> results.yml <==
# yosys + openroad results
synthesis:
  synth_chip_area_um2: 7120
  edf_count: 38
  flop_cell: "dfxtp_1"
  synth_cells: 700
  postSynthAreaPerCell_um2: 10.2
  ys_cells: 700
  synth_cell_types: 58
  ys_ff: 158
  synth_area_um2: 7120
  async_flop_share_pct: 26.6
  ys_warn_count: 7
clocking:
  clk_pin_slew_ns: 0.06
  cts_inserted_buffers: 17
  clock_latency_ns: 0.42
  holdBufCountCts: 0
  cts_tree: "yes"
  clk_path_buf_depth: 2
  clock-root-buffer: "clkbuf_16"
  htree_levels: 4
global_routing:
  grt_overflow: 0
  grt_pass1_wl_um: 25100
  grtUsageTotal_pct: 13.0
  grt_max_degree: 29
  grt_pass1_vias: 5341
  grt_antenna_before_repair: 0
worst_setup_path:
  max_stage_delay_ns: 0.32
  reg2reg_slack_ns: -0.21
  crit_type: "flip-flop to flip-flop"
  cp.arrival_ns: 1.95
  r2r_end: "DB.j[23]"
  crit_path_start_kind: "flip-flop"
  cp_max_fo: 7
  path_cells: "inv_2 -> ha_4 -> nor2b_4 -> o21ai_2 -> a32o_2 -> nand2_2 -> nor2_4 -> clkbuf_16"
  required_ns: 1.73
  critPathCaptureType: "flip-flop"
  rr_startpoint: "round[1]"
  cp_top_family: "simple AND/OR/NAND/NOR gates"
  reg2regPathDepth: 8
  crit_buf_inv: 2
  worst_path_max_delay_cell: "dfxtp_2"
die:
  initial_utilization_pct: 30.4
  core_area_um2: 23400
  dieArea_um2: 24400
  num_rows: 56
  ioPinCount: 35
  die_y_um: 156
  die_w_um: 156
final_layout:
  drive_gt1_share_pct: 35.8
  syn2layout_area_growth_pct: 43.7
  largest_registers: "DM.i: 28 flops, DB.j: 27 flops"
  largest-register: "DM.i"
  largest_reg_flops: 28
  finish.utilization_pct: 43.7
timing:
  unclocked_pins: 15
  untimed_endpoints: 15
  final.setup.worst_slack_ns: -0.214
  fmax_ghz: 0.551
  finalCritPeriodShare_pct: 113
  worstMarginPinSlew_ns: 0.514
  finalMaxSlewViolations: 0
  timing.slew.headroom_pct: 65.7
  rsz0062_at_grt: "true"
  hold_viol_final: 0
  skew_ns: 0.00698
  min_period_ns: 1.81
  final.setup.tns_ns: -9.12
  setup_viol: 75
placement:
  post-dp-hpwl_um: 10100
  preCtsSetupSlack_ns: -0.325
  io_buffers: 33
  gp_congestion: 0.799
detailed_routing:
  first_pass_iters: 7
  vias_per_cell: 4.58
  wl_per_cell_um: 12.6
  wirelength_um: 15400
  drc_errors: 0
  vias: 5624
  antenna_cells: 0
  drt_iter0_drc: 242
  ant_nets: 0
min_path:
  min_path_cells: 1
  min_from: "btnL"
  whs_endpoint: "DL.DFF1"
  min_path_type: "input pin to flip-flop"
flow_run:
  drv_cap: 0
  warnings: 34
outcome:
  status: "finished, violations left"
  failed_checks: "setup timing"
power:
  power.leakage_nw: 4.20
  p_per_area_nw_per_um2: 792
  ir_worst_vdd_uv: 624
-- through the flow --
step                hold WS (ns)  power (mW)  cells  cell area, um^2
floorplan                  0.346        4.30    700             7290
global placement           0.357        4.53   1157             8840
detailed placement         0.356        4.54   1157             8840
CTS                        0.333        8.17   1211             9740
global route               0.347        8.44   1229            10200
finish                     0.344        8.10   1229            10200
-- synthesized netlist by cell type (21+ instances only) --
| cell type | count | area share [%] |
|---|---|---|
| edfxtp_1 | 38 | 16 |
| and3_1 | 21 | 1.8 |
| a21oi_1 | 22 | 1.5 |
| xnor2_1 | 31 | 3.8 |
| o21ai_0 | 23 | 1.6 |
| dfxtp_1 | 63 | 18 |
| and2_1 | 24 | 2.1 |
| dfrtp_1 | 42 | 15 |
| nor2_1 | 67 | 3.5 |
| xor2_1 | 34 | 4.2 |
| nand3_1 | 31 | 2.2 |
| nand2_1 | 71 | 3.7 |
-- power breakdown --
| part | internal, mW | leakage (nW) | switching (mW) | total (mW) |
|---|---|---|---|---|
| sequential | 3.88 | 1.57 | 0.0808 | 3.96 |
| clock | 2.00 | 0.250 | 1.60 | 3.59 |
| combinational | 0.281 | 2.39 | 0.270 | 0.551 |
-- worst max-delay path by stage --
stage | start | to | slack [ns] | cells past startpoint
6_report | round[1] | DB.j[23] | -0.21 | 8
5_1_grt | round[1] | DB.j[22] | -0.30 | 8
4_1_cts | round[1] | DB.j[26] | -0.18 | 8
-- repair_timing --
action,4_1_cts,5_1_grt
buffers inserted,22,17
pin swaps,28,36
endpoints found under the setup margin,95,97
cloned,2,2
gates resized,95,77
hold endpoints to repair,0,0
-- per-layer routing --
layer / GRT usage (%) / up-vias / share of wire [%]
met5: 0 / - / 0
met4: 1.21 / 0 / 1.4
met3: 2.07 / 14 / 2.7
met2: 20.9 / 62 / 46
met1: 19.6 / 2668 / 50
li1: - / 2880 / -
-- cell usage in the layout, fill, tap and decap left out, types with 20 or more instances in the layout --
master / instances
nand2_1: 62
buf_4: 133
xor2_1: 34
nand3_1: 24
xnor2_1: 29
and3_1: 20
nor2_1: 57
dfxtp_1: 36
dfrtp_1: 42
dfxtp_2: 22
edfxtp_1: 38
buf_6: 29
-- kinds of logic (layout without fill, tap and decap cells) --
group	Yosys count	in the layout	share of synthesized area, %
AOI/OAI and AO/OA	81	81	7.33
adders and majority gates	19	19	3.34
DFF	143	143	48.5
muxes	24	24	3.95
other	1	1	0.0526
xor gates and xnor gates	65	65	7.99
buffers and inverters	40	250	2.51
latches	15	15	3.16
and+or+nand+nor	312	312	23.2
-- area by class of cell --
| type | instances | area (um^2) |
|---|---|---|
| tap | 319 | 399 |
| sequential | 158 | 3720 |
| clock buffer | 17 | 425 |
| fill | 2161 | 13200 |
| clock inverter | 15 | 111 |
| multi-input combinational | 502 | 3800 |
| timing repair buffer | 198 | 1700 |
| inverter | 20 | 75.1 |
Power figures rest on the tool's default switching activity, not on a simulated workload.
