<file path="flow/run.sh">
#!/bin/bash
# OpenROAD 26Q1-2900-gdf79404cd8, Yosys 0.63+post, stock flow scripts
make -C /OpenROAD-flow-scripts/flow DESIGN_CONFIG=/design/flow/config.mk WORK_HOME=/design/flow/orfs finish
</file>
<file path="flow/config.mk">
export PLATFORM = sky130hd
export DESIGN_NAME = Timer_check
export DESIGN_NICKNAME = Timer_check
export VERILOG_FILES = /design/flow/design.v
export SDC_FILE = /design/flow/constraint.sdc
export NUM_CORES = 4
export LEC_CHECK = 1
export CORE_AREA = 10 10 109 109
export DIE_AREA = 0 0 119 119
</file>
<file path="flow/constraint.sdc">
current_design Timer_check

set clk_period 6.4
set clk_io_pct 0.2

create_clock -name clk0 -period $clk_period [get_ports {clock}]

set non_clock_inputs [all_inputs -no_clocks]
set_input_delay [expr $clk_period * $clk_io_pct] -clock clk0 $non_clock_inputs
set_output_delay [expr $clk_period * $clk_io_pct] -clock clk0 [all_outputs]
</file>
<file path="flow/design.v">
`timescale 1ns / 1ps
module Timer_check(
    output times_up,
    input clock,
    input start      
    );
reg [31:0] i;
reg times_up_reg;
initial i <= 0;
assign times_up = times_up_reg;
always @(posedge clock) begin
    if(start == 1) begin
        if(i < 32'hffffffff) begin 
            i <= i + 1;
            times_up_reg <= 1;       
            end
        else begin
            times_up_reg <= 0;
            end
        end
    else if(start == 0) begin
        times_up_reg <= 1;
        i <= 0;
        end
    end  
endmodule
module Timer_delay(
    output times_up,
    input clock,
    input start      
    );
reg [19:0] i;
reg times_up_reg;
initial i <= 0;
assign times_up = times_up_reg;
always @(posedge clock) begin
    if(start == 1) begin
        if(i < 20'hfffff) begin 
            i <= i + 1;
            times_up_reg <= 1;       
            end
        else begin
            times_up_reg <= 0;
            end
        end
    else if(start == 0) begin
        times_up_reg <= 1;
        i <= 0;
        end
    end  
endmodule
</file>
==> results.sh <==
# physical design summary
export IMPL_start_kind="flop"
export IMPL_instances_no_fill=326
export IMPL_h_tree_depth=2
export IMPL_layout_area_comb_um2=898
export IMPL_required_ns=5.12
export IMPL_fin_ws_ns=4.07
export IMPL_finalSetupViolations=0
export IMPL_cts_buffers=5
export IMPL_place_hpwl_um=2140
export IMPL_timing_hold_ws_ns=0.485
export IMPL_hold_path_class="reg -> reg"
export IMPL_ys_async_sr_fraction=0
export IMPL_antenna_found_initial=0
export IMPL_crit_fanout=1
export IMPL_fp_util=0.170
export IMPL_largest_reg_flops=32
export IMPL_grtUsageTotal=0.0468
export IMPL_power_leakage_nw=0.505
export IMPL_max_freq_mhz=429
export IMPL_core_mm2=0.00964
export IMPL_crit_buf_inv=1
export IMPL_dp_cells=318
export IMPL_die_height_um=119
export IMPL_grt_start_max_net_pins=31
export IMPL_cts_reportedPaths_clkPinSlew_ns=0.07
export IMPL_setup_tns_ns=0
export IMPL_ctsHoldBuffers=0
export IMPL_io_buffers=2
export IMPL_ir_drop_v=0.0000589
export IMPL_fin_skew_ns=0.00714
export IMPL_synth_cells=190
export IMPL_synth_cell_types=33
export IMPL_grt_pass1_vias=1222
export IMPL_tightestPinTransition_ns=0.878
export IMPL_grt_overflow=0
export IMPL_synth_seq_share=0.404
export IMPL_clk_path_buf_depth=2
export IMPL_cts_tree="done"
export IMPL_vias=1369
export IMPL_ys_cells=190
export IMPL_slowest_stage="clkdlybuf4s50_1"
export IMPL_edf_count=0
export IMPL_drv_cap=0
export IMPL_clockRootBuffer="clkbuf_8"
export IMPL_ff_type="dfxtp_1"
export IMPL_crit_chain="clkdlybuf4s50_1"
export IMPL_drc=0
export IMPL_hold_viol=0
export IMPL_cts_resized=0
export IMPL_first_iter_violations=64
export IMPL_die_w_um=119
export IMPL_finalMaxSlewViolations=0
export IMPL_synth_area_mm2=0.00163
export IMPL_post_place_ws_ns=3.79
export IMPL_cpLargestDelayFamily="buffers and inverters"
export IMPL_n_antenna_cell=0
export IMPL_areaGrowthSynthToFinish_pct=13.9
export IMPL_avgViaCountPerCell=4.20
export IMPL_io_pins=3
export IMPL_rows=36
export IMPL_arrival_ns=1.05
export IMPL_end_kind="output pin"
export IMPL_synth_warnings=1
export IMPL_period_used=0.364
export IMPL_first_pass_iters=4
export IMPL_worstSetupPathType="reg -> out"
export IMPL_synth_chip_area_mm2=0.00163
export IMPL_finalWeightedCongestion=0.852
export IMPL_grt_setup_unrepaired="false"
export IMPL_warnings=25
export IMPL_cts_setup_buffers=0
export IMPL_ys_flops=33
export IMPL_drive_gt1_frac=0.0829
export IMPL_dieArea_mm2=0.0142
export IMPL_seq_area_um2=661
export IMPL_cellPowerDensity_mw_per_mm2=196
export IMPL_min_period_ns=2.33
export IMPL_wirelength_um=3210
export IMPL_ant_nets=0
export IMPL_slew_limit_headroom=0.413
export IMPL_clkLatencyLatePin_ns=0.28
export IMPL_final_fill_count=1099
export IMPL_wire_per_inst_um=9.84
export IMPL_slowest_delay_ns=0.46
export IMPL_clock_sinks=33
export IMPL_grt_pass1_wl_um=5750
export IMPL_status="complete, no violations"
export IMPL_syn_avg_cell_area_um2=8.60
Yosys cell counts, types with 2 or more instances:
master	instances	area, um2
a211oi_1	6	45.0
a21oi_1	12	60.1
a31oi_1	4	25.0
and4_1	4	35.0
buf_6	2	22.5
clkbuf_1	7	26.3
dfxtp_1	33	661
inv_1	3	11.3
nand2_1	12	45.0
nand3_1	12	60.1
nand4_1	6	37.5
nand4_2	2	25.0
nor2_1	21	78.8
nor3_1	6	30.0
nor4_1	4	25.0
o211ai_1	2	15.0
o21ai_0	6	30.0
o31ai_1	5	37.5
or3_1	7	43.8
or4_1	7	52.6
xnor2_1	14	123
xor2_1	4	35.0
routing by layer:
layer / track usage / part of all wire
met5: 0 / 0
met3: 0.0134 / 0.037
met1: 0.0701 / 0.54
met4: 0.00458 / 0.0044
met2: 0.0674 / 0.42
path summary, 6_finish.rpt:
check	start	endpoint	slack, ns	cells after the start
worst max-delay path	times_up_reg$_SDFF_PN1_	times_up	4.07	1
worst min-delay path	i[31]$_SDFFE_PN0N_	i[31]$_SDFFE_PN0N_	0.49	2
worst max register to register	i[0]$_SDFFE_PN0N_	i[7]$_SDFFE_PN0N_	4.13	6
worst min register to register	i[31]$_SDFFE_PN0N_	i[31]$_SDFFE_PN0N_	0.49	2
where the power goes:
group	internal (mW)	leakage [nW]	switching (mW)
Combinational	0.00269	0.194	0.00478
Clock	0.0753	0.0450	0.0734
Sequential	0.207	0.266	0.00202
Total	0.285	0.505	0.0802
cell usage in the layout (no fill, tap or decap), drive strengths merged, types with 7 or more instances in the layout:
master and instances:
nand2 12, nor2 21, a21oi 12, nand3 12
dfxtp 33, xnor2 14, or3 7, nand4 8
or4 8
kinds of logic (layout without fill, tap and decap cells):
family / Yosys count / after routing / synth area share
mux: 1 / 1 / 0.00613
xor+xnor: 18 / 18 / 0.0965
fa+ha+maj: 1 / 1 / 0.00766
compound gates: 39 / 39 / 0.156
simple gates: 85 / 85 / 0.283
flops: 33 / 33 / 0.404
buf+inv: 13 / 16 / 0.0459
area by class of cell:
class | count | area share
timing repair buffer | 5 | 0.0228
clock inverter | 2 | 0.00538
inverter | 3 | 0.00605
clock buffer | 6 | 0.0390
tap | 133 | 0.0894
multi-input combinational | 144 | 0.483
sequential | 33 | 0.355
per-stage QoR:
step / util / area (um2) / total power [mW]
global route: 0.193 / 1860 / 0.383
finish: 0.193 / 1860 / 0.365
detailed placement: 0.185 / 1780 / 0.221
CTS: 0.193 / 1860 / 0.371
global placement: 0.185 / 1780 / 0.221
floorplan: - / 1630 / 0.218
Power is estimated from default activity; no workload was simulated.
